## flow/design.v

```verilog
`timescale 1ns/10ps
module Traffic_Light_Controller(
    input clk,rst,
    output reg [2:0]light_M1,
    output reg [2:0]light_M2,
    output reg [2:0]light_Side,
    output reg [2:0]light_M1Turn
    );
    parameter  S1=0, S2=1, S3 =2, S4=3, S5=4,S6=5;
    parameter  T_20=19, T_15=14, T_10=9, T_5=4;
    reg [4:0]count;
    reg[2:0] present,next;
    always@(posedge clk or posedge rst)
        begin
         if(rst)
           begin
           present<=S1;
           count<=0;
         end
         else 
           begin
           present<=next;
           end     
       end
     always@(posedge clk)
        if(rst)
         next<=S1;
        else
          case(next)
                S1: if(count<T_20)
                        begin
                        next<=S1;
                        count<=count+1;
                        end
                    else
                        begin
                        next<=S2;
                        count<=0;
                        end
                S2: if(count<T_5)
                        begin
                        next<=S2;
                        count<=count+1;
                        end
                    else
                        begin
                        next<=S3;
                        count<=0;
                        end
                S3: if(count<T_15)
                        begin
                        next<=S3;
                        count<=count+1;
                        end
                    else
                        begin
                        next<=S4;
                        count<=0;
                        end
                S4:if(count<T_5)
                        begin
                        next<=S4;
                        count<=count+1;
                        end
                    else
                        begin
                        next<=S5;
                        count<=0;
                        end
                S5:if(count<T_10)
                        begin
                        next<=S5;
                        count<=count+1;
                        end
                    else
                        begin
                        next<=S6;
                        count<=0;
                        end
                S6:if(count<T_5)
                        begin
                        next<=S6;
                        count<=count+1;
                        end
                    else
                        begin
                        next<=S1;
                        count<=0;
                        end
                default: next<=S1;
                endcase
       always@(present)    
            begin
              case(present)
                     S1:
                    begin
                       light_M1<=3'b001;
                       light_M2<=3'b001;
                       light_M1Turn<=3'b100;
                       light_Side<=3'b100;
                    end
                    S2:
                    begin 
                       light_M1<=3'b001;
                       light_M2<=3'b010;
                       light_M1Turn<=3'b010;
                       light_Side<=3'b100;
                    end
                    S3:
                    begin
                       light_M1<=3'b001;
                       light_M2<=3'b100;
                       light_M1Turn<=3'b001;
                       light_Side<=3'b100;
                    end
                    S4:
                    begin
                       light_M1<=3'b010;
                       light_M2<=3'b100;
                       light_M1Turn<=3'b010;
                       light_Side<=3'b010;
                    end
                    S5:
                    begin
                       light_M1<=3'b100;
                       light_M2<=3'b100;
                       light_M1Turn<=3'b100;
                       light_Side<=3'b001;
                    end
                    S6:
                    begin 
                       light_M1<=3'b010;
                       light_M2<=3'b010;
                       light_M1Turn<=3'b100;
                       light_Side<=3'b010;
                    end
                    default:
                    begin 
                       light_M1<=3'b000;
                       light_M2<=3'b000;
                       light_M1Turn<=3'b000;
                       light_Side<=3'b000;
                    end
                    endcase
            end                
endmodule
```

## flow/constraint.sdc

```tcl
current_design Traffic_Light_Controller

set clk_period 1.7
set clk_io_pct 0.2

create_clock -name clk0 -period $clk_period [get_ports {clk}]

set non_clock_inputs [all_inputs -no_clocks]
set_input_delay [expr $clk_period * $clk_io_pct] -clock clk0 $non_clock_inputs
set_output_delay [expr $clk_period * $clk_io_pct] -clock clk0 [all_outputs]
```

## flow/config.mk

```make
export PLATFORM = sky130hd
export DESIGN_NAME = Traffic_Light_Controller
export DESIGN_NICKNAME = Traffic_Light_Controller
export VERILOG_FILES = /design/flow/design.v
export SDC_FILE = /design/flow/constraint.sdc
export NUM_CORES = 4
export LEC_CHECK = 1
export CORE_AREA = 10 10 70 70
export DIE_AREA = 0 0 80 80
```

## flow/run.sh

```bash
#!/bin/bash
# OpenROAD 26Q1-2900-gdf79404cd8, Yosys 0.63+post, stock flow scripts
make -C /OpenROAD-flow-scripts/flow DESIGN_CONFIG=/design/flow/config.mk WORK_HOME=/design/flow/orfs finish
```

==> results.yml <==
# flow metrics
clocking:
  cts_root_buf: "clkbuf_4"
  clock-sinks: 6
  clk_pin_slew_worst_paths_ps: 50
  cts-buffers-inserted: 3
  cts_tree: "yes"
  clock_latency_ps: 250
  h-tree-depth: 1
  clockBufferDepth: 2
  ctsHoldBuffers: 0
yosys:
  ys_seq_share_pct: 50.9
  ys_cells: 26
  ys_sh_aoi_pct: 4.72
  fa_ha_area_share_pct: 0
  top_area_cell: "dfrtp_1"
  ys.flop_type: "dfxtp_1"
  simple_gate_area_share_pct: 27.8
  yosys_warnings: 11
  synthCells: 26
  area_leaders: "dfrtp_1, dfxtp_1, buf_4"
  netlist_area_sq_um: 265
  ys_types: 17
  mux_share_pct: 0
  avgSynthCellArea_sq_um: 10.2
  netlist.area_leader.share_pct: 28.3
  ys_area_sq_um: 265
  ys_ff: 6
  synthTopLogicFamily: "simple AND/OR/NAND/NOR gates"
  synth-edff-count: 0
  async_reset_ff_share_pct: 50.0
  xor_area_share_pct: 3.30
placement:
  place_inst: 81
  gp_congestion: 0.699
  io_buffer_count: 13
power:
  netSwitchingFraction_pct: 18.7
  switchingPower_uw: 53.7
  power.leakage_nw: 0.240
  seqPwrFrac_pct: 49.6
  clock_power_share_pct: 48.8
  comb_power_share_pct: 1.7
  ir_drop_mv: 0.216
  p_per_area_nw_per_um2: 579
  total_power_uw: 287
  p_int_uw: 233
run_status:
  status: "finished with violations"
  violations: "negative setup slack"
hold_path:
  hold_class: "register to register"
floorplan:
  rows: 21
  initCoreUtil_pct: 7.77
  fp.dieH_microns: 80
  design.die.area_sq_um: 6400
  io_pins: 14
  dieWidth_microns: 80
  core_area_sq_um: 3420
route:
  firstDrtPassIters: 1
  drcViolationCount: 0
  dr.first_iter.drc_count: 0
  viasPerCell: 2.64
  num_vias: 238
  wl_per_cell_microns: 7.04
  n_antenna_cell: 0
  drt-total-wl_microns: 634
  ant_nets: 0
layout:
  area_growth_pct: 86.8
  final_common_cell: "dlygate4sd2_1"
  drive_above_1_share_pct: 34.1
  fillers: 387
  seq_area_sq_um: 139
  final-instance-count-excl-fill: 90
  final_cell_mix: "dlygate4sd2_1, buf_4, clkdlybuf4s50_1"
  combGateArea_sq_um: 109
setup_path:
  critPathMaxStageDelay_ps: 490
  critPathLaunchType: "register"
  r2r-end: "next[0]"
  worstSetupEndpointType: "primary output"
  worst-r2r-cell-count: 2
  crit_required_ps: 1360
  crit_type: "register to primary output"
  crit_path_cell_trace: "nor3b_1, clkdlybuf4s50_1"
  r2r_setup_slack_ps: 1000
  worstSetupStartpoint: "present[0]"
  cp-endpoint: "light_M1Turn[0]"
  crit_fanout: 7
  critPathArrivalTime_ps: 1410
  reg2reg_from: "next[2]"
  slowest_stage: "clkdlybuf4s50_1"
grt:
  grt_first_pass_wirelength_mm: 1.05
  first_global_vias: 236
  grt_overflow: 0
  grt.total_usage_pct: 2.04
  grt_antenna_before_repair: 0
  grt_max_degree: 8
sta:
  period_needed_ps: 1750
  clock.fmax_mhz: 572
  setup_viol: 5
  finalHoldViolations: 0
  hold-worst-slack_ps: 325
  worst-slew-pin-transition_ps: 173
  timing.final.ws_setup_ps: -48.1
  rsz0062_at_grt: "yes"
  clock_skew_ps: 7.01
  slew_viol_final: 0
  finalClockPeriodUsage_pct: 103
  slew_headroom_pct: 88.4
run:
  drv_cap: 0
  log.warning_count: 27
[routing by layer]
| layer | track usage [%] | wire length (microns) | vias to the layer above |
|---|---|---|---|
| met5 | 0 | 0 | - |
| met4 | 0.352 | 0 | 0 |
| met3 | 2.73 | 182 | 0 |
| met2 | 2.17 | 172 | 16 |
| met1 | 2.34 | 279 | 106 |
| li1 | - | - | 116 |
[flip-flops by register name, summed over array words and instances (netlist names)]
signal / cells
present: 3
next: 3
[worst min path at each step]
stage | start | to | slack (ps) | cells past startpoint
4_1_cts | next[0] | present[0] | 330 | 0
6_report | next[0] | present[0] | 330 | 0
5_1_grt | next[0] | present[0] | 340 | 0
[repair_timing]
action,CTS,global route
pin swaps,3,2
resized,13,4
setup endpoints to repair,11,8
setup buffers,4,2
[cell type report]
cell class	count	share of cell area, %
sequential	6	28.0
inverter	2	1.52
timing repair buffer	18	31.6
multi-input combinational	14	22.0
clock buffer	4	5.30
tap	46	11.6
[power groups by stage]
stage	Clock (mW)	Combinational [mW]	Sequential, mW
4_1_cts	0.149	0.00489	0.142
5_1_grt	0.163	0.00558	0.142
6_report	0.140	0.00478	0.142
[synth_stat cells (all sizes together) (2+ instances only)]
cell	instances
buf	4
dfxtp	3
dfrtp	3
nor3b	4
inv	2
[metrics by stage]
step / worst slack (ps) / setup TNS, ps / utilization, % / cell area, sq um
2_1_floorplan: 467 / 0 / - / 265
3_3_place_gp: 78.7 / 0 / 12.5 / 425
3_5_place_dp: 70.8 / 0 / 12.5 / 425
4_1_cts: -67.0 / -269 / 14.1 / 483
5_1_grt: -106 / -493 / 14.5 / 495
6_report: -48.1 / -153 / 14.5 / 495
[logic make-up after synthesis]
kind of cell / count (synthesis)
AND/OR/NAND/NOR: 11
flip-flops: 6
buffers and inverters: 6
AND-OR/OR-AND: 2
XOR/XNOR: 1
[critical path: cells and delay by family (launching register included)]
family / cells / cell delay, ps
buffers and inverters: 1 / 490
DFF: 1 / 450
and+or+nand+nor: 1 / 220
Power figures rest on the tool's default switching activity, not on a simulated workload.
